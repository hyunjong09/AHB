==> design/flow/design.v <==
module ahb_arbiter_fixed
       (
       HCLK, 
       HRESETn, 
       HBUSREQ, 
       HTRANS, 
       HREADY, 
       HBURST, 
       HGRANT, 
       HMASTER,
       HMASTER_del
       );
parameter N_MASTER=3;
parameter W_MASTER=2;
parameter N_SLAVE=8;
parameter W_SLAVE=3;
parameter W_ADDR=32;
parameter W_DATA=32;
parameter NUM_DEF_MASTER = 0;
parameter NUM_DEF_SLAVE = 0;
parameter EN_DOWN_CNT_INIT = 0;
parameter EN_DOWN_CNT_INSERT = 1;
parameter EN_DOWN_CNT_DEC = 2;
parameter EN_DOWN_CNT_HOLD = 3;
parameter M0 = 3'b001;
parameter M1 = 3'b010;
parameter M2 = 3'b100;
input                     HCLK;
input                     HRESETn;
input      [N_MASTER-1:0] HBUSREQ;
input      [2-1:0] HTRANS;
input                     HREADY;
input      [3-1:0] HBURST;
output reg [N_MASTER-1:0] HGRANT;
output reg [W_MASTER-1:0] HMASTER;
output reg [W_MASTER-1:0] HMASTER_del;
reg [3:0] down_cnt;
reg [1:0] en_down_cnt;
reg [N_MASTER-1:0] HGRANT_reg;
reg [N_MASTER-1:0] q_HBUSREQ;
always @(posedge HCLK or negedge HRESETn)
   begin
      if (HRESETn ==1'b0) begin
         q_HBUSREQ <= 2'b00;
      end
      else begin
      if (HREADY == 1'b1)  
      begin
         q_HBUSREQ <= HBUSREQ;
      end else begin
         q_HBUSREQ <= q_HBUSREQ;
      end
   end
end
always @(*)
begin
    if (!HREADY)
   begin
        en_down_cnt = 2'b11;
   end 
   else if (HREADY && HTRANS == 2'b10)
   begin
        en_down_cnt = 2'b01;
    end 
   else if (HREADY && HTRANS != 2'b10)
   begin
        en_down_cnt = 2'b10; 
    end
end
always @(posedge HCLK or negedge HRESETn) 
begin
   if(!HRESETn)
   begin
      down_cnt<=0;
   end
   else
   begin
      case(en_down_cnt)
         2'b00:down_cnt <=0;
         2'b01:
         begin
            case(HBURST)
               3'b000:down_cnt <=4'b0000;
               3'b001:down_cnt <=4'b1111;
               3'b010:down_cnt <=4'b0010;
               3'b011: down_cnt<=4'b0010;
               3'b100: down_cnt<=4'b0110;
               3'b101: down_cnt<=4'b0110;
               3'b110: down_cnt<=4'b1110;
               3'b111: down_cnt<=4'b1110;
            endcase
         end
         2'b10:
         begin
            if(!down_cnt)
            begin
               down_cnt <=0;
            end
            else
            begin
               if(HBURST==3'b001)
               begin
                  down_cnt <=down_cnt;
               end
               else
               begin
                  down_cnt<=down_cnt-1'b1;
               end
            end
         end   
         2'b11:down_cnt<=down_cnt;
      endcase
   end
end
always@(posedge HCLK or negedge HRESETn) 
begin
   if(!HRESETn) begin HGRANT_reg <= 3'b001; end
   else begin
      if(HTRANS == 2'b11) begin 
         casex(HBUSREQ) 
            3'bxx1 : begin
               if(down_cnt==4'b0000) begin HGRANT_reg <= 3'b001; end
               else begin HGRANT_reg <= HGRANT_reg; end
            end
            3'bx10 : begin
               if(down_cnt == 4'b0000) begin HGRANT_reg <= 3'b010; end
               else begin HGRANT_reg <= HGRANT_reg; end
            end
            3'b100 : begin
               if(down_cnt == 4'b0000) begin HGRANT_reg <= 3'b100; end
               else begin HGRANT_reg <= HGRANT_reg; end
            end
            default : begin HGRANT_reg <= HGRANT_reg; end
         endcase
      end
      if(HREADY == 1'b1) begin
         case (HTRANS)
            2'b00 : begin
               casex (HBUSREQ) 
                  3'bxx1 : HGRANT_reg <= 3'b001;
                  3'bx10 : HGRANT_reg <= 3'b010;
                  3'b100 : HGRANT_reg <= 3'b100;
                  default : HGRANT_reg <= 3'b001;   
               endcase
            end
            2'b10 : begin
            if(HBURST ==3'b000)
            begin
               casex (q_HBUSREQ) 
               3'bxx1 : HGRANT_reg <= 3'b001;
               3'bx10 : HGRANT_reg <= 3'b010;
               3'b100 : HGRANT_reg <= 3'b100;
               default : HGRANT_reg <= 3'b001;    
               endcase
            end
            else
            begin
               HGRANT_reg <=HGRANT_reg;
            end
            end
         endcase
      end
      else begin HGRANT_reg <= HGRANT_reg; end
   end
end
always @(*) begin
   if(HTRANS == 2'b11 && down_cnt == 4'b0000) begin
      casex(q_HBUSREQ) 
         3'bxx1 : HGRANT <= 3'b001;
         3'bx10 : HGRANT <= 3'b010;
         3'b100 : HGRANT <= 3'b100;
       default : HGRANT <= 3'b001;   
      endcase
   end
   else if((HREADY == 1'b1)&&(HBURST==3'b000)&&(HTRANS==2'b10)) begin
      casex(q_HBUSREQ) 
         3'bxx1 : HGRANT <= 3'b001;
         3'bx10 : HGRANT <= 3'b010;
         3'b100 : HGRANT <= 3'b100;
       default : HGRANT <= 3'b001;
      endcase
   end
   else begin
      HGRANT <= HGRANT_reg;
   end
end
always @(posedge HCLK or negedge HRESETn)
   begin
      if (HRESETn == 1'b0) begin
         HMASTER <= 2'b00;
      end
      else begin
         if(HREADY == 1'b0) begin
            HMASTER <= HMASTER;
         end
         else if(HREADY == 1'b1) begin
            casex(HGRANT)
               3'bxx1 : HMASTER <= 2'b00;
               3'bx10 : HMASTER <= 2'b01;
               3'b100 : HMASTER <= 2'b10;
            endcase
         end
         else begin
            HMASTER <= 2'b00;
         end
   end
end
always @( posedge HCLK or negedge HRESETn)
   begin
      if (HRESETn ==1'b0) begin
         HMASTER_del <= 2'b00;
      end
      else begin
      if (HREADY == 1'b1)
      begin
         HMASTER_del <= HMASTER;
      end else begin
         HMASTER_del <= HMASTER_del;
      end
   end
end
endmodule
==> design/flow/run.sh <==
#!/bin/bash
# OpenROAD 26Q1-2900-gdf79404cd8, Yosys 0.63+post, stock flow scripts
make -C /OpenROAD-flow-scripts/flow DESIGN_CONFIG=/design/flow/config.mk WORK_HOME=/design/flow/orfs finish
==> design/flow/config.mk <==
export PLATFORM = sky130hd
export DESIGN_NAME = ahb_arbiter_fixed
export DESIGN_NICKNAME = ahb_arbiter_fixed
export VERILOG_FILES = /design/flow/design.v
export SDC_FILE = /design/flow/constraint.sdc
export NUM_CORES = 4
export LEC_CHECK = 1
export CORE_AREA = 10 10 100 100
export DIE_AREA = 0 0 110 110
==> design/flow/constraint.sdc <==
current_design ahb_arbiter_fixed

set clk_period 4.0
set clk_io_pct 0.2

create_clock -name clk0 -period $clk_period [get_ports {HCLK}]

set non_clock_inputs [all_inputs -no_clocks]
set_input_delay [expr $clk_period * $clk_io_pct] -clock clk0 $non_clock_inputs
set_output_delay [expr $clk_period * $clk_io_pct] -clock clk0 [all_outputs]
==> impl_metrics.ini <==
; yosys + openroad results
[critical_path]
cp_max_fo = 5
r2r-end = HMASTER[1]$_DFFE_PN0P_
start_kind = primary input
r2r_cells = 5
cp-end-kind = output pin
cp_common_cell = clkdlybuf4s50_1
crit_arrival_ps = 2840
cp_cell_sequence = clkdlybuf4s50_1 > nor2b_1 > nand2_1 > o21ai_0 > buf_4 > mux2_2 > clkdlybuf4s50_1
critical_path_class = primary input to output pin
max_stage_delay_ps = 520
crit_slowest_cell = clkdlybuf4s50_1
critPathRequiredTime_ps = 3200
r2r-start = down_cnt[0]$_DFFE_PN0P_
regToRegSetupSlack_ps = 1990

[timing]
min_period_over_period_pct = 91.06
period_needed_ps = 3643
hold_viol_final = 0
grt_setup_unrepaired = no
worst_pin_slew_ps = 625.2
max_slew_margin_pct = 58.19
whs_ps = 488.7
clock.fmax_mhz = 274.5
slew_viol_final = 0
unclocked_regs = 2
finalSetupViolCount = 0
fin_tns_setup_ps = 0
worst_clock_skew_ps = 3.702
untimed_endpoints = 2

[flow_run]
warnings = 27
cap_violations = 0

[cts]
ctsHtreeMaxLevel = 1
cts_resized = 0
cts_max_path_buffers = 2
numCtsBuffers = 3
clkLatencyLatePin_ps = 240
cts_root_buf = clkbuf_8
post-cts-setup-buffer-count = 0
cts_tree = built
cts_hold_buf = 0
clk_pin_slew_worst_paths_ps = 60

[floorplanning]
dieArea_um2 = 12100
core_area_um2 = 7807
initial_core_util_pct = 12.16
die_w_um = 110
die_height_um = 110
ios = 18
num_rows = 32

[global_routing]
grt_pass1_wl_mm = 3.781
first_global_vias = 797
antenna_found_initial = 0
overflow = 0
grt_max_degree = 15
grtUsageTotal_pct = 3.748

[routing]
firstDrtPassIters = 4
drc = 0
via_count = 797
dr.max_layer_used = met4
route.met2.wl_um = 972
wl_met1_um = 997
drtIter0Drc = 40
antenna_cells = 0
wire_per_inst_um = 9.604
routed_wl_mm = 2.132
via_per_inst = 3.590
ant_nets = 0
wl_met3_um = 156

[power]
power-per-cell-area_nw_per_um2 = 319.7
cellLeakagePower_nw = 0.5349
irDropWorstVdd_mv = 0.3073

[layout]
largest_register_ffs = 4
drive_gt1_share_pct = 16.67
area_delta_synth_final_pct = 38.60

[synthesis]
synth_cell_types = 32
yosysWarnings = 1
avgSynthCellArea_um2 = 9.790
netlist_area_um2 = 949.7
synth_cells = 97
ys_chip_area_um2 = 949.7
ys.flops = 16
yosys-stat-cells = 97

[place]
dpl.hpwl_mm = 1.728
port_buffers = 17
gp_congestion = 0.8609

[hold_path]
min_from = HGRANT_reg[0]$_DFFE_PN1P_
hold_end = HGRANT_reg[0]$_DFFE_PN1P_
hp-class = register to register
min_path_cells = 2

[run_status]
outcome = complete, no violations
## kinds of logic (layout without fill, tap and decap cells)
family | after synthesis | count (layout) | share of synthesized area, %
latches | 2 | 2 | 3.162
and+or+nand+nor | 30 | 30 | 18.05
other | 1 | 2 | 0.3949
DFF | 14 | 14 | 37.02
adders and majority gates | 3 | 3 | 3.953
AOI/OAI and AO/OA | 26 | 26 | 19.10
muxes | 13 | 13 | 15.02
buffers and inverters | 8 | 30 | 3.294
## per-layer routing
metal / vias to the layer above / global-route usage (%)
met3: 2 / 1.469
met1: 376 / 4.880
met2: 28 / 6.097
met5: - / 0
li1: 391 / -
met4: 0 / 0.09294
## cell usage after synthesis
library cell / n / area (um^2)
nor3_1: 3 / 15.01
nand2_1: 8 / 30.03
or3_1: 1 / 6.260
nand2b_1: 2 / 12.51
nand2b_2: 1 / 8.760
dfrtp_1: 13 / 325.3
o21a_1: 2 / 15.01
mux2_2: 10 / 112.6
o22ai_1: 2 / 12.51
ha_1: 3 / 37.54
or2_1: 1 / 6.260
o21bai_1: 1 / 7.510
or3_4: 1 / 11.26
o21ai_0: 9 / 45.04
a31oi_1: 2 / 12.51
dlxtn_1: 2 / 30.03
o31ai_1: 3 / 22.52
nor2_1: 3 / 11.26
o21ai_1: 1 / 5.000
mux2i_1: 3 / 30.03
nand3b_1: 1 / 7.510
inv_1: 7 / 26.28
a22oi_1: 2 / 15.01
nor3b_1: 4 / 30.03
or4_1: 1 / 7.510
dfstp_2: 1 / 26.28
a21oi_1: 2 / 10.01
conb_1: 1 / 3.750
nor2b_1: 4 / 25.02
a22o_1: 1 / 8.760
o41ai_4: 1 / 27.53
buf_2: 1 / 5.000
## where the power goes
| part | switching, W | total (W) | leakage [nW] | internal [W] |
|---|---|---|---|---|
| Sequential | 0.0000134 | 0.000178 | 0.197 | 0.000164 |
| Clock | 0.0000462 | 0.000133 | 0.0288 | 0.0000870 |
| Combinational | 0.0000422 | 0.000110 | 0.309 | 0.0000679 |
| Total | 0.000102 | 0.000421 | 0.535 | 0.000319 |
## cells in the final DEF, fill, tap and decap left out, types with 2 or more instances in the layout
cell and count:
a21oi_1 2, a22oi_1 2, a31oi_1 2, buf_4 2, clkbuf_8 4, clkdlybuf4s50_1 17, conb_1 2, dfrtp_1 13
dlxtn_1 2, ha_1 3, inv_1 7, mux2_2 10, mux2i_1 3, nand2_1 8, nand2b_1 2, nor2_1 3
nor2b_1 4, nor3_1 3, nor3b_1 4, o21a_1 2, o21ai_0 9, o22ai_1 2, o31ai_1 3
## layout make-up
| type | count | area (um^2) |
|---|---|---|
| multi-input cells | 74 | 540.5 |
| fillers | 872 | 6491 |
| inverters | 7 | 26.28 |
| repair buffers | 19 | 185.2 |
| flip-flops and latches | 16 | 381.6 |
| clock buffers | 4 | 55.05 |
| well taps | 102 | 127.6 |
## metrics by stage
step                      util [%]   power, W  instances  area [um^2]  worst slack [ps]
after floorplan                  -  0.0002270         98        953.4              1305
after global placement       16.15  0.0002916        218         1261             379.8
after detailed placement     16.15  0.0002912        218         1261             376.0
after CTS                    16.86  0.0004296        222         1316             340.0
after global routing         16.86  0.0004523        222         1316             165.7
final                        16.86  0.0004208        222         1316             357.5
## critical path: cells and delay by family
family / cells / cell delay, ps
buf+inv: 3 / 1090
mux: 1 / 330
simple gates: 2 / 450
compound gates: 1 / 180
## worst max-delay path by stage
stage | start | to | cells past startpoint
global route | HTRANS[1] | HGRANT[0] | 7
finish | HTRANS[1] | HGRANT[0] | 7
CTS | HTRANS[1] | HGRANT[0] | 7
Power figures rest on the tool's default switching activity, not on a simulated workload.
